==> design.v <==
`timescale 1ns / 1ps
module LabFPGA2 #(
	parameter int WIDTH = 24,
	parameter int DIVIDER = 20e6
)(
	input		logic					clk_i,
										rst_i,
										en_reg_i,
										sw_reg_b_i,
										slct_op_i,
										slct_byte_i,
										slct_sb_i,
	input		logic	[3:0]			cntrl_alu_i,
	input		logic	[3:0]			op_i,		
	output	logic	[3:0]			flag_o,
	output	logic	[41:0]		display_o,
	output	logic	[1:0]			counter_slct_op_o,
										counter_slct_byte_o,
	output 	logic					sb_op_o
);
	logic	[WIDTH-1:0]	reg_a, reg_b, result;
	logic [23:0] display;
	logic [1:0] counter_slct_byte, counter_slct_op;
	logic en_reg, slct_sb, sb_op, slct_byte, slct_op;
	logic en_slct_sb, en_slct_byte;
	assign counter_slct_op_o = counter_slct_op;
	assign counter_slct_byte_o = counter_slct_byte;
	assign sb_op_o = sb_op;
	always_ff @(posedge clk_i) begin
		if(!rst_i) begin counter_slct_byte <= 0; en_slct_sb <= 0; end
		else begin
			if(en_slct_byte) counter_slct_byte <= 0;
			else begin
				if(slct_byte) begin
					en_slct_sb <= 1;
					if(counter_slct_byte == 2) counter_slct_byte <= 0;
					else counter_slct_byte <= counter_slct_byte + 1;
				end else en_slct_sb <= 0;
			end	
		end
	end
	always_ff @(posedge clk_i) begin
		if(!rst_i) begin counter_slct_op <= 0;	en_slct_byte <= 0; end
		else begin
			if(slct_op) begin
				en_slct_byte <=1;
				if(counter_slct_op == 2) counter_slct_op <= 0;
				else counter_slct_op <= counter_slct_op + 1;
			end else en_slct_byte <= 0;
		end
	end
	always_ff @(posedge clk_i) begin
		if(!rst_i) sb_op <= 0;
		else begin
			if(en_slct_sb) sb_op <= 0;
			else if(slct_sb) sb_op <= ~sb_op;
		end
	end
	always_comb begin
		case(counter_slct_op) 
			2'b00: display = reg_a;
			2'b01: display = reg_b;
			2'b10: display = result;
			default: display = 0;
		endcase
	end
	always_ff @(posedge clk_i) begin
		if(!rst_i) begin
			reg_a <= 0;
			reg_b <= 0;
		end else begin
			if(en_reg && counter_slct_op[0] == 1'b0) begin
				case(counter_slct_byte)
					2'b00: reg_a <= sb_op ? {reg_a[23:8], op_i, reg_a[3:0]} : {reg_a[23:4], op_i};
					2'b01: reg_a <= sb_op ? {reg_a[23:16], op_i, reg_a[11:0]} : {reg_a[23:12], op_i, reg_a[7:0]};
					2'b10: reg_a <= sb_op ? {op_i, reg_a[19:0]} : {reg_a[23:20], op_i, reg_a[15:0]};
					default: reg_a <= 0;
				endcase
			end	
			if(en_reg && counter_slct_op[0] == 1'b1) begin
				if(!sw_reg_b_i) begin 
					case(counter_slct_byte)
						2'b00: reg_b <= sb_op ? {reg_b[23:8], op_i, reg_b[3:0]} : {reg_b[23:4], op_i};
						2'b01: reg_b <= sb_op ? {reg_b[23:16], op_i, reg_b[11:0]} : {reg_b[23:12], op_i, reg_b[7:0]};
						2'b10: reg_b <= sb_op ? {op_i, reg_b[19:0]} : {reg_b[23:20], op_i, reg_b[15:0]};
						default: reg_b <= 0;
					endcase
				end else reg_b <= result;
			end
		end
	end
	ALU_DUT #(
		.WIDTH(WIDTH)
	) ALU (
		.cntrl_alu_i(cntrl_alu_i),
		.reg_a_i(reg_a),
		.reg_b_i(reg_b),
		.flag_o(flag_o),
		.result_o(result)	
	);
	seg7_control seg7_crtl (
      .display_i(display),
      .display_o(display_o)
   );
	genvar i;
	generate
	  for (i = 0; i < 4; i++) begin : gen_debounce
		 logic btn_in, btn_out;
		 always_comb begin
			case (i)
			  0: begin btn_in = en_reg_i;      en_reg      = btn_out; end
			  1: begin btn_in = slct_op_i;     slct_op     = btn_out; end
			  2: begin btn_in = slct_byte_i;   slct_byte   = btn_out; end
			  3: begin btn_in = slct_sb_i;     slct_sb     = btn_out; end
			  default: begin btn_in = 1'b0;          end
			endcase
		 end
		 debounce #(.DIVIDER(DIVIDER)) debouncer (
			.clk_i(clk_i),
			.rst_i(rst_i),
			.btn_i(btn_in),
			.btn_o(btn_out)
		 );
	  end
	endgenerate
endmodule
module ALU_DUT #(
	parameter int WIDTH = 8
)(
	input		logic	[3:0]			cntrl_alu_i,
	input		logic	[WIDTH-1:0]	reg_a_i,
										reg_b_i,
	output	logic	[3:0]			flag_o,
	output	logic	[WIDTH-1:0]	result_o								
);
	logic	[WIDTH:0] result;
	always_comb begin
		case(cntrl_alu_i)
			0:	result = reg_a_i + reg_b_i;				 
			1: result = reg_a_i - reg_b_i;             
			2: result = reg_a_i + 1;            		 
			3: result = reg_a_i - 1;						 
         4: result = reg_a_i & reg_b_i;             
         5: result = reg_a_i || reg_b_i;            
			6: result = ~(~reg_a_i);						 
			7: result = ~(reg_b_i);							 
			8:	result = ~(reg_a_i & reg_b_i);			 
			9:	result = reg_a_i ^ reg_b_i;				 
			10: result = reg_a_i ~^ ~reg_b_i;			 
         11: result = reg_a_i << reg_b_i;     		 
         12: result = reg_a_i >> reg_b_i;     		 
         13: begin                              	 
					if(reg_a_i < reg_b_i) result = 1;
               else result = 0;
            end
         14: begin                                
               if(reg_b_i <= reg_a_i ) result = 1;
               else result = 0;
               end
         default : result = 'b0;
		endcase
	end
	always_comb begin
		flag_o[0] = (result == 0);
		flag_o[1] = result[WIDTH-1];   
		flag_o[2] = result[WIDTH];
		flag_o[3] = result[WIDTH];
	end
	always_comb begin
		result_o = result[WIDTH-1:0];
	end
endmodule
module seg7_control(
    input  logic [23:0] display_i,       
    output logic [41:0] display_o        
);
    logic [6:0] segments [5:0];   
    genvar i;
    generate
        for (i = 0; i < 6; i++) begin : display_gen
            seg7_digit decoder (
                .digit_i    (display_i[i*4 +: 4]),
                .segments_o (segments[i])
            );
        end
    endgenerate
    always_comb begin
        display_o = {
            segments[5],
            segments[4],
            segments[3],
            segments[2],
            segments[1],
            segments[0]
        };
    end
endmodule
module seg7_digit(
    input  logic [3:0] digit_i,
    output logic [6:0] segments_o
);
    always_comb begin
        case (digit_i)
			4'h0: segments_o = 7'b100_0000;     
			4'h1: segments_o = 7'b111_1001;     
			4'h2: segments_o = 7'b010_0100;     
			4'h3: segments_o = 7'b011_0000;     
			4'h4: segments_o = 7'b001_1001;     
			4'h5: segments_o = 7'b001_0010;     
			4'h6: segments_o = 7'b000_0010;     
			4'h7: segments_o = 7'b111_1000;     
			4'h8: segments_o = 7'b000_0000;     
			4'h9: segments_o = 7'b001_1000;     
			4'ha: segments_o = 7'b000_1000;     
			4'hb: segments_o = 7'b000_0011;     
			4'hc: segments_o = 7'b100_0110;     
			4'hd: segments_o = 7'b010_0001;     
			4'he: segments_o = 7'b000_0110;     
			4'hf: segments_o = 7'b000_1110;     
			default: segments_o = 7'b100_0000;     
        endcase
    end
endmodule
module debounce #(
	 parameter int DIVIDER = 20e6
	 )(
    input   logic   clk_i,
                    rst_i,
                    btn_i,
    output  logic   btn_o
 ); 
    logic   [32 : 0]    counter;
    logic               start, send;
    always_ff @(posedge clk_i) begin
        if(!rst_i) begin
            counter	<= 0;
            start		<= 0;
				send		<= 0;
        end else begin
            if(!btn_i && !start) begin
					start	<= 1;
					send	<= 1;	
				end        
            if(start) begin 
                if(counter  == (DIVIDER - 1)) begin
                    counter <= 0;
                    start   <= 0;           
                end else counter <= counter + 1;
					 send	<= 0;	
            end
        end
	 end
    assign btn_o = send;
endmodule
==> run.sh <==
#!/bin/bash
# OpenROAD 26Q1-2900-gdf79404cd8, Yosys 0.63+post, stock flow scripts
make -C /OpenROAD-flow-scripts/flow DESIGN_CONFIG=/design/flow/config.mk WORK_HOME=/design/flow/orfs finish
==> config.mk <==
export PLATFORM = sky130hd
export DESIGN_NAME = LabFPGA2
export DESIGN_NICKNAME = LabFPGA2
export VERILOG_FILES = /design/flow/design.v
export SDC_FILE = /design/flow/constraint.sdc
export NUM_CORES = 4
export LEC_CHECK = 1
export CORE_UTILIZATION = 50
==> constraint.sdc <==
current_design LabFPGA2

set clk_period 19.5
set clk_io_pct 0.2

create_clock -name clk0 -period $clk_period [get_ports {clk_i}]

set non_clock_inputs [all_inputs -no_clocks]
set_input_delay [expr $clk_period * $clk_io_pct] -clock clk0 $non_clock_inputs
set_output_delay [expr $clk_period * $clk_io_pct] -clock clk0 [all_outputs]
==> notes.md <==
fresh numbers from the pnr run: dominant cell type by area after synthesis dfxtp_1, CTS HTree Levels 4, fraction of registers with async set/reset 0, CTS Root Cell clkbuf_16, layout cells sized above 1 0.0838, logic area 0.0141 mm2, wire per inst 23.6 um, row count 71, yosys synthesis chip area 0.0192 mm2, initial antenna violation count 4, VDD IR-drop max 111 uV, top cells by count, synth nor2_1, nand2_1, dfxtp_1, kind of critical path input pin to primary output, R2R Path End reg_b[23], CTS tree yes, # fillers 3531, WHS Endpoint sb_op, number of global-route vias before repair 17.7k, Slew Limit Fails 0, Die Height 198 um, routed wire length 71.5 mm, Port Buffers 65, CP max-delay cell clkdlybuf4s50_1, Pwr Total 0.00108 W, Setup Skew 0.0105 ns, Seq share, synth 0.204, area grow syn2layout 8.53%, Top FF cell, synth dfxtp_1, Core Area 0.0377 mm2, All-Layer GR Usage 0.376, top-count cell post-synth nor2_1, hold path startpoint en_slct_sb, crit start category input pin, crit-path max cell delay 0.89 ns, largest net degree at the start of global routing 75, clk slew on worst S/H paths 0.08 ns, WP data required 15.60 ns, tool warning count 73, synthesized area 0.0192 mm2, FP Core Util 0.509, DIE AREA 0.0391 mm2, final setup fails 0, Rel. slew slack 0.377, synthesized area per cell 7.64 um2, total gr overflow 0, Initial DRC Count 1963, area post-placement 0.0202 mm2, Avg Vias per Cell 6.51, Final Hold Viols 0, Cell Type Count 97, Flops after synth 195, drt pass-1 iters 8, PD cells 51.8 mW/mm2, cts repair resizes 0, yosys warns 7, Clock Path Buffers 2, worst skew pair latency 0.45 ns, Clock Sink Count 195, Worst Path Arrival 10.29 ns, Top-area cell share 0.204, Leak Pwr 8.19 nW, EDFF count, synth 0, Max FO, Critical Path 24, Die X 198 um, CTS Buf Count 17, cell area after layout 0.0208 mm2, unrepaired setup endpoints after global routing no, Post-CTS Setup Inserts 0, Worst R2R Setup Slack 13.83 ns, Least-Margin Pin Slew 0.925 ns, GP Congestion 1.09, vias post-DR 19.8k, Worst setup EP type primary output, total negative slack 0 ns, cycle use final 0.728, detailed-route DRC error count 0, MaxCap Viol Count 0, FMAX 0.0705 GHz, hold_buf cts 0, CP cell instances clkdlybuf4s50_1 > nor2_1 > nand3_1 > o21ai_0 > fa_1 > a21o_1 > a22o_1 > o2111ai_1 > o21ai_0 > xor2_1 > a221oi_1 > nand2_1 > or4_2 > or4_1 > nor2_1 > clkdlybuf4s50_1, top cell family by delay on the critical path simple AND/OR/NAND/NOR gates, Buf+Inv Stages, Crit Path 2, first-pass GRT wire length 108 mm, DRT antenna net count 0, worst reg-to-reg path cell count 19, HP Class flip-flop to flip-flop, reg-to-reg critical path startpoint reg_b[1], Levels on crit path 16, Ports 66, Cell area leaders dfxtp_1, ha_1, mux2i_1, min cycle time layout 14.19 ns, Syn Inst Count 2509, pre-CTS WS 5.43 ns, Final Worst Setup Slack 5.31 ns, Yosys Instances 2509, WHS Path Cells 1, DP HPWL 53.0 mm, final core utilization 0.552, status finished clean, register area 0.00391 mm2
==> where the power goes <==
group | internal [W] | total, W | switching, W
Clock | 0.000175 | 0.000348 | 0.000173
Combinational | 0.000118 | 0.000316 | 0.000197
Sequential | 0.000403 | 0.000413 | 0.0000102
Total | 0.000696 | 0.00108 | 0.000381
==> area by class of cell <==
type | count | share of cell area
repair buffers | 149 | 0.0614
inverters | 83 | 0.0150
flip-flops and latches | 195 | 0.188
clock buffers | 18 | 0.0211
clock inverters | 14 | 0.00764
multi-input cells | 2059 | 0.676
well taps | 511 | 0.0307
diodes | 4 | 0.000481
==> worst max-delay path by stage <==
stage	start	end
6_report	cntrl_alu_i[3]	flag_o[0]
4_1_cts	cntrl_alu_i[3]	flag_o[0]
5_1_grt	cntrl_alu_i[3]	display_o[38]
==> layer usage <==
layer | track usage | vias up | wire length [um]
met1 | 0.535 | 9270 | 29800
met3 | 0.100 | 218 | 7270
li1 | - | 9269 | -
met5 | 0 | - | 13
met4 | 0.179 | 2 | 4470
met2 | 0.541 | 996 | 30000
==> per-stage QoR <==
step	std cells	hold slack, ns
2_1_floorplan	2509	0.396
3_3_place_gp	2997	0.418
3_5_place_dp	2997	0.416
4_1_cts	3029	0.434
5_1_grt	3029	0.485
6_report	3033	0.441
==> cells by family (layout without fill, tap and decap cells) <==
| logic type | count (synthesis) | count (layout) | synth area share |
|---|---|---|---|
| mux | 157 | 157 | 0.109 |
| compound gates | 648 | 648 | 0.228 |
| buf+inv | 255 | 264 | 0.0638 |
| flops | 195 | 195 | 0.204 |
| other cells | 0 | 4 | 0 |
| xor+xnor | 131 | 131 | 0.0599 |
| fa+ha+maj | 109 | 109 | 0.0720 |
| simple gates | 1014 | 1014 | 0.264 |
==> worst register-to-register path, delay by kind of cell (launching register included) <==
kind,cells,cell delay [ns]
xor+xnor,1,0.16
buf+inv,2,0.77
fa+ha+maj,2,0.97
flops,1,0.68
compound gates,5,0.71
simple gates,9,2.31
==> cell usage in the layout, fill, tap and decap left out, types with 58 or more instances in the layout <==
master / n
a21oi_1: 113
buf_4: 84
clkdlybuf4s50_1: 64
dfxtp_1: 191
ha_1: 107
inv_1: 78
mux2i_1: 95
nand2_1: 239
nand3_1: 108
nor2_1: 251
nor3_1: 58
o21ai_0: 162
xor2_1: 78
==> sequential cells by signal, summed over array words and instances, names as in the netlist <==
name,count
counter_slct_op,2
reg_a,24
en_slct_byte,1
gen_debounce.debouncer.start,4
gen_debounce.debouncer.send,4
gen_debounce.debouncer.counter,132
sb_op,1
counter_slct_byte,2
en_slct_sb,1
reg_b,24
Power is estimated from default activity; no workload was simulated.
